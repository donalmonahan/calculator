$ cat flow/design.v
module calculator(
	input newkey,
	input [4:0] keycode,
	input clk,
	input rst,
	output reg [19:0] x,
	output reg led							 
	);
	localparam PLUS = 1'd0;					 
	localparam TIMES = 1'd1;				 
	localparam CLEAR20 = 20'd0;				 
	localparam CLEAR2 = 2'd0;				 
	localparam CLEAR1 = 1'd0;				 
	reg [19:0] y;
	reg op;
	reg [19:0] nextX;
	reg [19:0] nextY;
	reg nextOp;
	reg nextLED;
	reg [2:0] select;
	wire [19:0] sum;
	wire [19:0] product;
	wire [19:0] result;
	wire [19:0] ovp;						 
	wire ovs;								 
	always @ (posedge clk)
		begin
			if (rst)
				begin
					x <= CLEAR20;
					y <= CLEAR20;
					op <= CLEAR1;
					led <= CLEAR1;
				end
			else
				begin
					x <= nextX;
					y <= nextY;
					op <= nextOp;
					led <= nextLED;
				end
		end
  always @ (select, x, y, op, led, result, ovp, ovs, keycode)
		case(select)
			3'd0:						 
				begin
              		nextX = x;
					nextY = y;
					nextOp = op;
					nextLED = led;
				end
			3'd1:						 
				begin
              		nextX = CLEAR20;
					nextY = x;
					nextOp = PLUS;
					nextLED = CLEAR1;
				end
			3'd2:						 
				begin
              		nextX = CLEAR20;
					nextY = x;
					nextOp = TIMES;
					nextLED = CLEAR1;
				end
			3'd3:						 
				begin
              		nextX = result;
					nextY = y;
					nextOp = op;
					nextLED = op ? (ovp != 0) : ovs;
				end	
			3'd4:						 
				begin
              		nextX = CLEAR20;
					nextY = CLEAR20;
					nextOp = CLEAR1;				 
					nextLED = CLEAR1;
				end
			3'd7:						 
				begin
              		nextX = {x[15:0],keycode[3:0]};	 
					nextY = y;
					nextOp = op;
					nextLED = CLEAR1;
				end
			default:					 
				begin
              		nextX = x;
					nextY = y;
					nextOp = op;
					nextLED = led;
				end
		endcase
	always @ (newkey, keycode)
		begin
			if(!newkey)	select <= 3'd0;				 
			else if(keycode[4]) select <= 3'd7;		 
			else select <= keycode[2:0];			 
		end
	assign result = op ? product : sum;				 
	assign {ovp, product} = x * y;					 
	assign {ovs, sum} = x + y;						 
endmodule	
$ cat flow/run.sh
#!/bin/bash
# OpenROAD 26Q1-2900-gdf79404cd8, Yosys 0.63+post, stock flow scripts
make -C /OpenROAD-flow-scripts/flow DESIGN_CONFIG=/design/flow/config.mk WORK_HOME=/design/flow/orfs finish
$ cat flow/config.mk
export PLATFORM = sky130hd
export DESIGN_NAME = calculator
export DESIGN_NICKNAME = calculator
export VERILOG_FILES = /design/flow/design.v
export SDC_FILE = /design/flow/constraint.sdc
export NUM_CORES = 4
export LEC_CHECK = 1
export CORE_UTILIZATION = 50
$ cat flow/constraint.sdc
current_design calculator

set clk_period 10.1
set clk_io_pct 0.2

create_clock -name clk0 -period $clk_period [get_ports {clk}]

set non_clock_inputs [all_inputs -no_clocks]
set_input_delay [expr $clk_period * $clk_io_pct] -clock clk0 $non_clock_inputs
set_output_delay [expr $clk_period * $clk_io_pct] -clock clk0 [all_outputs]
==> results.cfg <==
; implementation run metrics
[synthesis]
ys_top_logic_family = adder cells
post_synth_ao_oa_area_fraction_pct = 11.5
synth_cells = 1871
postSynth.topFlopCell = dfxtp_1
seq_area_frac_synth_pct = 5.14
yosysChipArea_um2 = 16300
synth_simple_gate_area_share_pct = 18.1
ys_ff = 42
ys_cells = 1871
synth.lib_cells_used.distinct = 81
postSynth.asyncResetShare_pct = 0
number_of_enable_flip_flop_cells = 0
post_synth_mux_area_share_pct = 0.628
syn_area_per_cell_um2 = 8.74
xor_xnor_share_of_the_synthesized_area_pct = 2.09
syn_area_um2 = 16300
ys_warn_count = 1
synth_area_in_adders_pct = 52.3

[detailed_routing]
remaining_drc_errors = 0
detailed_route_via_count = 12823
antenna_cells_inserted = 0
totalWireLength_mm = 47.2
postRouteAntennaNets = 0
post_drt_via_cell_ratio = 5.65
drt_first_pass_iters = 6
wire_per_inst_um = 20.8
drt-initial-drc-count = 728

[cells_and_area]
area.combinational_um2 = 13800
final-instance-count-excl-fill = 2271
layout-drive-gt1-share_pct = 4.90
filler_cell_count = 2989
final_core_utilization_pct = 54.0
sequential_cell_area_um2 = 841
area_delta_synth_final_pct = 5.26

[grt]
first_global_vias = 13506
initial_antenna_violation_count = 0
grt_start_max_net_pins = 35
wire_length_of_the_first_global_routing_pass_mm = 76.1
grt_remaining_overflow = 0
groute.usage.overall_pct = 32.1

[floorplan]
floorplan.core_area_um2 = 31900
total_number_of_placement_rows = 65
die.size.y_um = 183
die-area_um2 = 33400
die_x_um = 183
floorplan.initialDensity_pct = 51.3
pin_count = 29

[setup_path]
criticalPathCategory = register to register
worstPathRequired_ns = 10.30
rr_startpoint = y[7]$_SDFFE_PP0P_
worst_setup_path_start_kind = register
worstSetupStartpoint = y[7]$_SDFFE_PP0P_
critPathMaxFanout = 21
r2r_end = led$_SDFFE_PP0P_
cp-endpoint = led$_SDFFE_PP0P_
worst-endpoint-arrival_ns = 7.94
setup.worst_path.end_class = register
r2r.worst_path.cells = 22
reg2reg_setup_slack_ns = 2.35

[pwr]
pwr_density_cell_nw_per_um2 = 53.5
vdd_ir_max_mv = 0.0781
p_leak_nw = 7.84
post_route_total_power_uw = 920

[final_timing]
worst_clock_skew_ns = 0.0100
setup_repair_after_global_routing_missed_its_margin = false
final_min_period_over_clock_period_pct = 76.7
timing_hold_violations_final = 0
slew_viol_final = 0
worst_slew_pin_slew_ns = 0.948
max_freq_mhz = 129
setup_tns_ns = 0
setup_viol = 0
period_minus_slack_ns = 7.75
worst_slew_margin_rel_pct = 36.7

[clock_tree]
insertion_delay_ns = 0.31
max-clock-path-buffers = 2
post-cts-setup-buffers = 0
numCtsBuffers = 5
cts_hold_repair.buffers = 0
clock-sinks = 42
cts.repair.resized = 0
cts-htree-levels = 2
root_buffer = clkbuf_16
clock_tree_from_tritoncts = done
path_clk_slew_ns = 0.08

[run]
warnings = 25
max_cap_violations = 0

[hold_path]
holdPathStages = 1
hold_path_startpoint = y[10]$_SDFFE_PP0P_
min_path_type = register to register

[placement]
gpl.final_weighted_congestion = 0.976
place_hpwl_mm = 37.0
port_buffers = 28
placedCellCount = 2263

[status]
run_status = finished, final reports clean
[routing by layer]
| layer | wire length (um) | GRT usage [%] | part of all wire (%) | vias up |
|---|---|---|---|---|
| li1 | - | - | - | 5873 |
| met1 | 19500 | 46.2 | 41 | 6352 |
| met2 | 21600 | 48.3 | 46 | 519 |
| met3 | 4700 | 12.1 | 10 | 79 |
| met4 | 1380 | 7.63 | 2.9 | 0 |
| met5 | 0 | 0.296 | 0 | - |
[logic make-up after synthesis]
group,Yosys count
and+or+nand+nor,584
muxes,10
buffers and inverters,438
xor gates and xnor gates,39
adders and majority gates,491
DFF,42
AOI/OAI and AO/OA,267
[cell type report]
type / instances / area share [%]
Clock buffer: 6 / 0.749
Clock inverter: 2 / 0.218
Inverter: 326 / 7.11
Multi-Input combinational cell: 1391 / 80.5
Sequential cell: 42 / 4.89
Tap cell: 435 / 3.16
Timing Repair Buffer: 69 / 3.42
[flip-flops by register name, summed over array words and instances, names as in the netlist]
name,flops
y,20
op,1
led,1
x,20
[critical path, stage by stage, from the launching register on]
cell      delay, ns
dfxtp_1        0.94
ha_1           0.39
fa_1           0.46
inv_1          0.11
fa_1           0.42
fa_1           0.39
inv_1          0.07
fa_1           0.43
fa_1           0.51
fa_1           0.58
inv_1          0.08
fa_1           0.48
inv_1          0.04
ha_1           0.43
nand3_1        0.12
or4b_1         0.54
and3b_1        0.20
a21oi_1        0.40
mux2i_1        0.24
a211oi_1       0.06
or4_4          0.43
nor4_2         0.22
a21oi_1        0.09
[cells in the final DEF, fill, tap and decap left out, types with 12 or more instances in the layout]
cell and instances:
nor3_1 25, o21a_1 12, fa_1 321, dfxtp_1 42, and2_1 216, a21oi_1 64
buf_4 41, o221a_2 21, nand3_1 18, inv_1 326, nor2_1 49, o21ai_0 41
xnor2_1 23, a211oi_1 12, ha_1 170, a31oi_1 12, a21o_1 20, nand2_1 224
clkdlybuf4s50_1 28, xor2_1 16
[where the power goes]
part	switching, mW	total [mW]	internal, mW
registers	0.0283	0.205	0.176
logic	0.325	0.517	0.192
clock network	0.0817	0.199	0.117
[per-stage QoR]
| stage | hold WS [ns] | instance area, um^2 | setup slack [ns] |
|---|---|---|---|
| after floorplan | 0.509 | 16300 | 3.25 |
| after global placement | 0.520 | 17000 | 2.45 |
| after detailed placement | 0.526 | 17000 | 2.43 |
| after CTS | 0.541 | 17200 | 2.40 |
| after global routing | 0.572 | 17200 | 1.93 |
| final | 0.539 | 17200 | 2.35 |
[how the worst min path moves through the flow]
stage / slack (ns) / endpoint
global route: 0.57 / y[10]$_SDFFE_PP0P_
CTS: 0.54 / y[10]$_SDFFE_PP0P_
finish: 0.54 / y[10]$_SDFFE_PP0P_
[synthesized netlist by cell type, types with 3 or more instances]
cell type,number,area share [%]
inv_1,326,7.5
fa_1,321,39
nand2_1,224,5.1
and2_1,216,8.3
ha_1,170,13
clkbuf_1,107,2.5
a21oi_1,64,2.0
nor2_1,49,1.1
dfxtp_1,42,5.1
o21ai_0,41,1.3
nor3_1,25,0.77
xnor2_1,23,1.2
o221a_2,21,1.4
a21o_1,20,0.92
nand3_1,18,0.55
xor2_1,16,0.86
a211oi_1,12,0.55
a31oi_1,12,0.46
o21a_1,12,0.55
nand4_1,10,0.38
o211ai_1,10,0.46
and3_1,8,0.31
mux2i_1,8,0.49
a221oi_1,6,0.32
o21ai_1,6,0.18
or3_1,6,0.23
nor2b_1,5,0.19
nor4_1,5,0.19
o2111ai_1,5,0.27
o21bai_1,5,0.23
a311oi_1,4,0.21
a31o_2,4,0.21
a2111oi_0,3,0.16
a221o_1,3,0.18
a22oi_1,3,0.14
and4_1,3,0.16
o31ai_1,3,0.14
Power is estimated from default activity; no workload was simulated.
